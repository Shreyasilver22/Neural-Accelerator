--- flow/run.sh ---
#!/bin/bash
# OpenROAD 26Q1-2900-gdf79404cd8, Yosys 0.63+post, stock flow scripts
make -C /OpenROAD-flow-scripts/flow DESIGN_CONFIG=/design/flow/config.mk WORK_HOME=/design/flow/orfs finish
--- flow/design.v ---
module Binary_to_BCD (
    input [15:0] bin_in,
    output reg [3:0] ones,
    output reg [3:0] tens,
    output reg [3:0] hundreds,
    output reg [3:0] thousands
);
    integer i;
    reg [31:0] bcd;  
    always @(bin_in) begin
        bcd = 0;
        bcd[15:0] = bin_in;  
        for (i = 0; i < 16; i = i + 1) begin
            if (bcd[19:16] > 4) bcd[19:16] = bcd[19:16] + 3;  
            if (bcd[23:20] > 4) bcd[23:20] = bcd[23:20] + 3;  
            if (bcd[27:24] > 4) bcd[27:24] = bcd[27:24] + 3;  
            if (bcd[31:28] > 4) bcd[31:28] = bcd[31:28] + 3;  
            bcd = bcd << 1;
        end
        thousands = bcd[31:28];
        hundreds  = bcd[27:24];
        tens      = bcd[23:20];
        ones      = bcd[19:16];
    end
endmodule
--- flow/config.mk ---
export PLATFORM = sky130hd
export DESIGN_NAME = Binary_to_BCD
export DESIGN_NICKNAME = Binary_to_BCD
export VERILOG_FILES = /design/flow/design.v
export SDC_FILE = /design/flow/constraint.sdc
export NUM_CORES = 4
export LEC_CHECK = 1
export CORE_UTILIZATION = 40
export SYNTH_HDL_FRONTEND = slang
--- flow/constraint.sdc ---
current_design Binary_to_BCD

set clk_period 24.6
set clk_io_pct 0.2

create_clock -name clk0 -period $clk_period

set non_clock_inputs [all_inputs -no_clocks]
set_input_delay [expr $clk_period * $clk_io_pct] -clock clk0 $non_clock_inputs
set_output_delay [expr $clk_period * $clk_io_pct] -clock clk0 [all_outputs]
==> flow_metrics.env <==
# physical design summary
export IMPL_top_cells_by_area="ha_1, nor2_1, nand2_1"
export IMPL_startpoint="bin_in[13]"
export IMPL_p_leak_uw=0.00176
export IMPL_vias=5200
export IMPL_core_area_sq_um=10900
export IMPL_post_drt_wl_per_cell_um=13.7
export IMPL_syn_inst=694
export IMPL_fp_dieW_um=108
export IMPL_maxCapViolations=0
export IMPL_postRouteAntennaNets=0
export IMPL_fmax_ghz=0.0519
export IMPL_grt_remaining_overflow=0
export IMPL_fp_util_pct=41.1
export IMPL_n_clock_buffer=0
export IMPL_ir_drop_v=0.000183
export IMPL_postSynthSeqShare_pct=0
export IMPL_yosysWarnings=0
export IMPL_post_cts_buffers=0
export IMPL_rows=38
export IMPL_slowest_stage="clkdlybuf4s50_1"
export IMPL_yosys_cells=694
export IMPL_warning_count=44
export IMPL_arrival_ns=14.35
export IMPL_cts_hold_buf=0
export IMPL_first_global_vias=4345
export IMPL_nFillCells=1086
export IMPL_cts_resized=0
export IMPL_end_kind="output pin"
export IMPL_crit_path_max_fanout=16
export IMPL_start_kind="input pin"
export IMPL_vias_per_cell=6.30
export IMPL_grt_total_usage_pct=19.8
export IMPL_synth_top_cell_by_area="ha_1"
export IMPL_top_area_share_pct=6.15
export IMPL_hp_class="input pin to output pin"
export IMPL_synth_area_sq_um=4480
export IMPL_period_used_pct=78.3
export IMPL_total_power_uw=962
export IMPL_finalMaxSlewViolations=0
export IMPL_hold_viol=0
export IMPL_io_pins=32
export IMPL_dr_pass1_iters=5
export IMPL_synth_distinct_cells=89
export IMPL_syn_to_final_growth_pct=7.21
export IMPL_grt_max_degree=21
export IMPL_synth_top_cell_by_count="nor2_1"
export IMPL_tightest_slew_ns=0.920
export IMPL_worst_path_most_repeated_cell="ha_1"
export IMPL_yosys_area_sq_um=4480
export IMPL_crit_type="input pin to output pin"
export IMPL_remaining_drc_errors=0
export IMPL_maxSlewHeadroom_pct=38.7
export IMPL_rsz0062_at_grt="no"
export IMPL_finalSetupViolCount=0
export IMPL_seq_area_sq_um=0
export IMPL_die_h_um=108
export IMPL_outcome="completed"
export IMPL_antenna_found_initial=0
export IMPL_antenna_cells=0
export IMPL_die_area_sq_um=11600
export IMPL_grt_pass1_wl_mm=19.9
export IMPL_common_cells="nor2_1, nand2_1, a21oi_1"
export IMPL_setup_tns_ns=0
export IMPL_worstPathRequired_ns=19.68
export IMPL_flops=0
export IMPL_io_buffers=30
export IMPL_cpPeakStageDelay_ns=0.58
export IMPL_avgSynthCellArea_sq_um=6.45
export IMPL_first_iter_violations=358
export IMPL_drive_above_1_share_pct=6.42
export IMPL_period_needed_ns=19.27
export IMPL_dp_hpwl_mm=8.40
export IMPL_hold_start="bin_in[0]"
export IMPL_gp_congestion=0.944
export IMPL_routed_wl_mm=11.3
export IMPL_p_per_area_nw_per_um2=200
-- metal layers --
| layer | global-route usage (%) | up-vias | part of all wire [%] |
|---|---|---|---|
| li1 | - | 2682 | - |
| met1 | 29.7 | 2371 | 50 |
| met2 | 32.8 | 143 | 46 |
| met3 | 0.432 | 4 | 3.7 |
| met4 | 1.47 | 0 | 0.30 |
| met5 | 0 | - | 0 |
-- power by group --
part           switching [uW]  total (uW)  internal (uW)
clock network               0           0              0
registers                   0           0              0
logic                     469         962            493
-- final timing paths --
check	to	depth (start not counted)	slack [ns]
max	hundreds[2]	36	5.33
min	ones[0]	0	9.84
-- layout make-up --
cell class	count	area, sq um	share of cell area, %
inverters	32	120	2.50
well taps	140	175	3.65
multi-input cells	615	4140	86.3
repair buffers	38	360	7.51
-- per-stage QoR --
stage	hold slack, ns	utilization [%]	cell area [sq um]	setup WS (ns)	std cells
2_1_floorplan	9.91	-	4480	7.69	694
3_3_place_gp	9.84	44.1	4800	5.70	825
3_5_place_dp	9.84	44.1	4800	5.41	825
4_1_cts	9.84	44.1	4800	5.38	825
5_1_grt	9.84	44.1	4800	4.32	825
6_report	9.84	44.1	4800	5.33	825
-- logic make-up after synthesis --
kind of cell	synth area share (%)
simple gates	31.0
xor+xnor	6.40
mux	5.95
buf+inv	7.43
compound gates	42.6
fa+ha+maj	6.62
-- worst max-delay path, delay by kind of cell --
kind,cells,cell delay [ns]
xor+xnor,2,0.34
fa+ha+maj,4,1.25
mux,1,0.27
simple gates,11,3.09
compound gates,13,3.13
buf+inv,5,1.34
-- layout by cell type (no fill, tap or decap), types with 9 or more instances in the layout --
| cell type | netlist | layout |
|---|---|---|
| nor2_1 | 60 | 60 |
| nand2_1 | 55 | 55 |
| a21oi_1 | 41 | 41 |
| o21ai_0 | 40 | 40 |
| nor3_1 | 34 | 34 |
| nand3_1 | 32 | 32 |
| inv_1 | 30 | 30 |
| clkdlybuf4s50_1 | 0 | 30 |
| xnor2_1 | 23 | 23 |
| ha_1 | 22 | 22 |
| a211oi_1 | 15 | 15 |
| nand2b_1 | 14 | 14 |
| nand4_1 | 14 | 14 |
| mux2i_1 | 14 | 14 |
| a31oi_1 | 12 | 12 |
| and3_1 | 12 | 12 |
| o22ai_1 | 12 | 12 |
| o211ai_1 | 11 | 11 |
| a221oi_1 | 10 | 10 |
| mux2_2 | 10 | 10 |
| nor2b_1 | 9 | 9 |
| o221ai_1 | 9 | 9 |
| and2_1 | 9 | 9 |
Power and IR drop assume default switching activity.
