==> /design/flow/design.v <==
module Seven_Seg_Driver (
    input clk,                
    input reset,
    input [3:0] d3, d2, d1, d0,  
    input is_negative,        
    output reg [6:0] seg,     
    output reg [7:0] an       
);
    reg [16:0] refresh_counter;
    wire [1:0] digit_select;
    always @(posedge clk or posedge reset) begin
        if (reset) refresh_counter <= 0;
        else refresh_counter <= refresh_counter + 1;
    end
    assign digit_select = refresh_counter[16:15];  
    reg [3:0] digit_to_show;
    always @* begin
        case(digit_select)
            2'b00: begin an = 8'b11111110; digit_to_show = d0; end  
            2'b01: begin an = 8'b11111101; digit_to_show = d1; end 
            2'b10: begin an = 8'b11111011; digit_to_show = d2; end
            2'b11: begin 
                   an = 8'b11110111; 
                   digit_to_show = is_negative ? 4'd10 : d3; 
                   end 
        endcase
    end
    always @* begin
        case(digit_to_show)
            4'd0: seg = 7'b1000000;  
            4'd1: seg = 7'b1111001;  
            4'd2: seg = 7'b0100100;  
            4'd3: seg = 7'b0110000;  
            4'd4: seg = 7'b0011001;  
            4'd5: seg = 7'b0010010;  
            4'd6: seg = 7'b0000010;  
            4'd7: seg = 7'b1111000;  
            4'd8: seg = 7'b0000000;  
            4'd9: seg = 7'b0010000;  
            4'd10:seg = 7'b0111111;  
            default: seg = 7'b1111111;  
        endcase
    end
endmodule
==> /design/flow/run.sh <==
#!/bin/bash
# OpenROAD 26Q1-2900-gdf79404cd8, Yosys 0.63+post, stock flow scripts
make -C /OpenROAD-flow-scripts/flow DESIGN_CONFIG=/design/flow/config.mk WORK_HOME=/design/flow/orfs finish
==> /design/flow/config.mk <==
export PLATFORM = sky130hd
export DESIGN_NAME = Seven_Seg_Driver
export DESIGN_NICKNAME = Seven_Seg_Driver
export VERILOG_FILES = /design/flow/design.v
export SDC_FILE = /design/flow/constraint.sdc
export NUM_CORES = 4
export LEC_CHECK = 1
export CORE_AREA = 10 10 86 86
export DIE_AREA = 0 0 96 96
export SYNTH_HDL_FRONTEND = slang
==> /design/flow/constraint.sdc <==
current_design Seven_Seg_Driver

set clk_period 2.5
set clk_io_pct 0.2

create_clock -name clk0 -period $clk_period [get_ports {clk}]

set non_clock_inputs [all_inputs -no_clocks]
set_input_delay [expr $clk_period * $clk_io_pct] -clock clk0 $non_clock_inputs
set_output_delay [expr $clk_period * $clk_io_pct] -clock clk0 [all_outputs]
==> flow_metrics.env <==
# yosys + openroad results
export IMPL_result_of_the_run="finished with violations"
export IMPL_failed_checks="setup timing"
export IMPL_pin_count_of_the_biggest_net_entering_global_routing=18
export IMPL_clock_latency_ns=0.25
export IMPL_fin_skew_ns=0.00128
export IMPL_globalRouteTotalUtil_pct=5.61
export IMPL_ff2ff_path_depth=5
export IMPL_power_density_nw_per_um2=350
export IMPL_totalNegativeSetupSlack_ns=-0.0123
export IMPL_first_iter_violations=42
export IMPL_warnings=29
export IMPL_tightestPinTransition_ns=0.600
export IMPL_synthFlopType="sky130_fd_sc_hd__dfrtp_1"
export IMPL_avgRoutedWirePerCell_um=11.5
export IMPL_cp_arrival_ns=2.01
export IMPL_worst_setup_path_type="input port to output pin"
export IMPL_synth_area_leader="sky130_fd_sc_hd__dfrtp_1"
export IMPL_timing_final_hold_violations=0
export IMPL_drt_pass1_iter_count=4
export IMPL_area_growth_syn_to_layout_pct=49.3
export IMPL_routed_via_count=899
export IMPL_fp_row_count=27
export IMPL_ys_warn_count=0
export IMPL_finalSetupViolations=2
export IMPL_power_static_leakage_nw=0.764
export IMPL_report_power_total_mw=0.579
export IMPL_grt_pass1_wl_mm=4.28
export IMPL_yosysSeqAreaShare_pct=38.4
export IMPL_reg_top3="refresh_counter x17"
export IMPL_max_cap_viol_count=0
export IMPL_largest_register_by_flop_count="refresh_counter"
export IMPL_max_clock_freq_mhz=398
export IMPL_cts_root_to_sink_buffers=2
export IMPL_dp_final_hpwl_mm=1.94
export IMPL_fraction_of_registers_with_async_set_reset_pct=100
export IMPL_final_critical_path_setup_slack_ns=-0.00970
export IMPL_cp_end_kind="output pin"
export IMPL_die_outline_area_um2=9220
export IMPL_fp_dieW_um=96
export IMPL_floorplan_initialDensity_pct=20.0
export IMPL_class_of_the_worst_hold_path="flop to flop"
export IMPL_rsz0062_at_grt="yes"
export IMPL_vdd_ir_drop_worst_mv=0.159
export IMPL_num_antenna_cells=0
export IMPL_worst_hold_startpoint="refresh_counter[10]"
export IMPL_top_level_ports=34
export IMPL_enable_flop_cells=0
export IMPL_synth_top_cells_by_area="sky130_fd_sc_hd__dfrtp_1 (38%), sky130_fd_sc_hd__xnor2_1 (10%), sky130_fd_sc_hd__ha_1 (4.5%)"
export IMPL_h_tree_depth=1
export IMPL_r2r_setup_slack_ns=1.02
export IMPL_syn_instance_count=108
export IMPL_worst_path_max_fanout=2
export IMPL_fp_dieH_um=96
export IMPL_fillers=566
export IMPL_drc=0
export IMPL_layout_cells_sized_above_1_pct=28.9
export IMPL_clk_pin_slew_worst_paths_ns=0.06
export IMPL_fp_coreArea_um2=5540
export IMPL_yosys_area_um2=1110
export IMPL_overflow=0
export IMPL_numSynthFlops=17
export IMPL_worst_slew_margin_rel_pct=60.0
export IMPL_post_synth_top_area_share_pct=38.4
export IMPL_clock_sink_count=17
export IMPL_register_area_um2=425
export IMPL_multiInputGateArea_um2=676
export IMPL_grt_pass1_vias=916
export IMPL_post_route_min_period_ns=2.51
export IMPL_antenna_violations_before_repair=0
export IMPL_routed_wirelength_mm=2.58
export IMPL_route_detailed_vias_per_inst=4.01
export IMPL_ys_cells=108
export IMPL_design_area_um2=1660
export IMPL_timing_hold_worst_path_depth=1
export IMPL_place_port_buffers=29
export IMPL_final_min_period_over_clock_period_pct=100
export IMPL_tritoncts_clock_tree="built"
export IMPL_cp_start_kind="input port"
export IMPL_timing_rr_start="refresh_counter[0]"
export IMPL_clock_root_buffer="sky130_fd_sc_hd__clkbuf_8"
export IMPL_hold_path_end="refresh_counter[10]"
export IMPL_post_synth_num_cell_types=36
export IMPL_end_of_the_worst_register_to_register_path="refresh_counter[14]"
export IMPL_numCtsBuffers=3
export IMPL_detailed_place_area_um2=1520
export IMPL_route_antenna_remaining_nets=0
export IMPL_cts_hold_fix_buffers=0
export IMPL_finalMaxSlewViolations=0
export IMPL_place_ws_ns=-0.561
export IMPL_worstPathRequired_ns=2.00
export IMPL_largest_reg_flops=17
export IMPL_gp_congestion=0.768
export IMPL_synthesis_area_per_instance_um2=10.3
export IMPL_syn_cell_area_um2=1110
## metal layers
metal / GRT usage [%] / vias to the layer above / wire, µm
met3: 1.73 / 2 / 107
li1: - / 460 / -
met4: 0.983 / 0 / 17
met2: 8.63 / 16 / 1280
met5: 0 / - / 0
met1: 7.70 / 421 / 1180
## Yosys cell counts, types with 2 or more instances
cell type	n
sky130_fd_sc_hd__dfrtp_1	17
sky130_fd_sc_hd__xnor2_1	13
sky130_fd_sc_hd__nand2_1	6
sky130_fd_sc_hd__nand3_1	6
sky130_fd_sc_hd__inv_1	5
sky130_fd_sc_hd__a21o_1	4
sky130_fd_sc_hd__and3_1	4
sky130_fd_sc_hd__buf_4	4
sky130_fd_sc_hd__buf_6	4
sky130_fd_sc_hd__ha_1	4
sky130_fd_sc_hd__and4_1	3
sky130_fd_sc_hd__mux2i_1	3
sky130_fd_sc_hd__nand4_1	3
sky130_fd_sc_hd__nor2_1	3
sky130_fd_sc_hd__xor2_1	3
sky130_fd_sc_hd__a211oi_1	2
sky130_fd_sc_hd__nand2b_1	2
sky130_fd_sc_hd__nor2b_1	2
sky130_fd_sc_hd__o21ai_0	2
sky130_fd_sc_hd__o22ai_2	2
## placed cells by master, fill, tap and decap left out, drive strengths merged, types with 5 or more instances in the layout
cell type	netlist	layout
nand2	6	6
dlygate4sd2	0	9
clkdlybuf4s50	0	13
clkbuf	1	6
buf	8	20
dfrtp	17	17
xnor2	13	13
inv	5	5
nand3	6	6
## kinds of logic after synthesis
family                   count (synthesis)  share of synthesized area [%]
AND-OR/OR-AND                           19                           13.8
XOR/XNOR                                16                           12.6
adder cells (fa/ha/maj)                  4                           4.51
buffers and inverters                   14                           8.80
flip-flops                              17                           38.4
multiplexers                             4                           4.06
other                                    1                          0.338
AND/OR/NAND/NOR                         33                           17.5
## metrics by stage
step	util (%)	std cells	hold slack [ns]
after detailed placement	27.4	216	0.458
after CTS	29.2	223	0.471
after global routing	29.9	224	0.491
final	29.9	224	0.467
after global placement	27.4	216	0.455
after floorplan	-	111	0.426
## area by class of cell
type	count	area share [%]
Clock buffer	4	2.72
Inverter	5	1.13
Multi-Input combinational cell	80	40.8
Sequential cell	17	25.7
Tap cell	72	5.44
Timing Repair Buffer	46	24.2
## how the worst max path moves through the flow
stage,endpoint,slack [ns],startpoint,cells after the start
4_1_cts,seg[0],-0.01,refresh_counter[15],7
5_1_grt,seg[3],-0.12,refresh_counter[15],7
6_report,seg[5],-0.01,d1[0],7
## power breakdown
group / switching (mW) / internal (mW)
logic: 0.0400 / 0.0657
registers: 0 / 0.275
clock network: 0.0852 / 0.113
## repair_timing
| action | in CTS | in global routing |
|---|---|---|
| buffers inserted | 2 | 1 |
| pin swaps | 12 | 1 |
| gates resized | 36 | 12 |
| cloned | 1 | 0 |
| endpoints found under the setup margin | 7 | 7 |
## critical path, cell delays in order
cell and delay [ns]:
sky130_fd_sc_hd__clkdlybuf4s50_1 0.42, sky130_fd_sc_hd__a211oi_2 0.26, sky130_fd_sc_hd__a21o_1 0.14, sky130_fd_sc_hd__inv_1 0.05
sky130_fd_sc_hd__ha_2 0.17, sky130_fd_sc_hd__o32a_4 0.35, sky130_fd_sc_hd__buf_6 0.11
Power and IR drop assume default switching activity.
